`design/flow/config.mk`:
```
export PLATFORM = sky130hd
export DESIGN_NAME = arbiter
export DESIGN_NICKNAME = arbiter
export VERILOG_FILES = /design/flow/design.v
export SDC_FILE = /design/flow/constraint.sdc
export NUM_CORES = 4
export LEC_CHECK = 1
export CORE_UTILIZATION = 50
export SYNTH_MEMORY_MAX_BITS = 65536
```
`design/flow/constraint.sdc`:
```
current_design arbiter

set clk_period 186.6
set clk_io_pct 0.2

create_clock -name clk0 -period $clk_period [get_ports {clk}]

set non_clock_inputs [all_inputs -no_clocks]
set_input_delay [expr $clk_period * $clk_io_pct] -clock clk0 $non_clock_inputs
set_output_delay [expr $clk_period * $clk_io_pct] -clock clk0 [all_outputs]
```
`design/flow/design.v`:
```
`timescale 1ns / 1ps
module arbiter #(
  parameter  C_LENGTH_5TUPLE = 104,
  parameter  C_ID_WIDTH = 12,
  parameter  C_COUNTER_WIDTH = 20,
  parameter  C_pd_WIDTH = 32
  )(
	input                            in_valid_5tuple_0, 
	input [103:0]                    in_5tuple_0,
	input                            in_valid_sqn_0,
	input [31:0]                     in_sqn_0,
	input                            in_valid_5tuple_1, 
	input [103:0]                    in_5tuple_1,
	input                            in_valid_sqn_1,
	input [31:0]                     in_sqn_1,
	output reg                       out_valid_0, 
	output reg [63:0]                out_time_0,
	output reg [31:0]                out_sqn_0,
	output reg [22:0]                out_id_0,
	output reg                       out_valid_1, 
	output reg [63:0]                out_time_1,
	output reg [31:0]                out_sqn_1,
	output reg [22:0]                out_id_1,
	output reg                       out_valid_tuple4search,
	output reg [95 : 0]              out_tuple4search,
	input                            in_valid_id,
	input [22:0]                     in_id,
    input                            clk,
    input                            reset 
  );
    wire [95:0] fifo_5tuple_0;
    wire [95:0] fifo_5tuple_1;
	wire fifo_5tuple_0_empty;
	wire fifo_5tuple_1_empty;
	reg fifo_5tuple_0_rd;
	reg fifo_5tuple_1_rd;
    wire [31:0] fifo_sqn_0;
    wire [31:0] fifo_sqn_1;
	wire fifo_sqn_0_empty;
	wire fifo_sqn_1_empty;
	reg fifo_sqn_0_rd;
	reg fifo_sqn_1_rd;
	wire fifo_q;
	wire fifo_q_empty;
	reg in_q;
	reg in_valid_q;
	reg fifo_q_rd;
	reg input_sel; 
	reg [63:0] time_stemp; 
    fifofall #(
	  .C_WIDTH(96),
      .C_MAX_DEPTH_BITS(4)
      ) fifo_5t_in_inst_0
      ( 
      .dout              (fifo_5tuple_0),
      .full              (),
      .nearly_full       (),
      .empty             (fifo_5tuple_0_empty),
      .din               (in_5tuple_0[95:0]),
      .wr_en             (in_valid_5tuple_0),
      .rd_en             (fifo_5tuple_0_rd),
      .rst               (reset),
      .clk               (clk));
     fifofall #(
	  .C_WIDTH(96),
      .C_MAX_DEPTH_BITS(4)
      ) fifo_5t_in_inst_1
      ( 
      .dout              (fifo_5tuple_1),
      .full              (),
      .nearly_full       (),
      .empty             (fifo_5tuple_1_empty),
      .din               (in_5tuple_1[95:0]),
      .wr_en             (in_valid_5tuple_1),
      .rd_en             (fifo_5tuple_1_rd),
      .rst               (reset),
      .clk               (clk)); 
     fifofall #(
	  .C_WIDTH(32),
      .C_MAX_DEPTH_BITS(8)
      ) fifo_sqn_in_inst_0
      ( 
      .dout              (fifo_sqn_0),
      .full              (),
      .nearly_full       (),
      .empty             (fifo_sqn_0_empty),
      .din               (in_sqn_0),
      .wr_en             (in_valid_sqn_0),
      .rd_en             (fifo_sqn_0_rd),
      .rst               (reset),
      .clk               (clk)); 
     fifofall #(
	  .C_WIDTH(32),
      .C_MAX_DEPTH_BITS(8)
      ) fifo_sqn_in_inst_1
      ( 
      .dout              (fifo_sqn_1),
      .full              (),
      .nearly_full       (),
      .empty             (fifo_sqn_1_empty),
      .din               (in_sqn_1),
      .wr_en             (in_valid_sqn_1),
      .rd_en             (fifo_sqn_1_rd),
      .rst               (reset),
      .clk               (clk)); 
     fifofall #(
	  .C_WIDTH(1),
      .C_MAX_DEPTH_BITS(9)
      ) fifo_q_in_inst 
      ( 
      .dout              (fifo_q),
      .full              (),
      .nearly_full       (),
      .empty             (fifo_q_empty),
      .din               (in_q),
      .wr_en             (in_valid_q),
      .rd_en             (fifo_q_rd),
      .rst               (reset),
      .clk               (clk));	  
	  always @ (posedge clk) begin 
		if (reset) begin
		  input_sel <= 0;
		  time_stemp <= 0;
		end else begin
		  input_sel <= input_sel + 1; 
		  time_stemp <= time_stemp + 1;
		end
	  end
	always @ (posedge clk) begin 
		if (reset) begin
			out_valid_tuple4search <= 0;
			out_tuple4search <= 0;
			fifo_5tuple_0_rd <= 0;
			fifo_5tuple_1_rd <= 0;
			in_q <= 0;
			in_valid_q <= 0;
		end else begin
			if(!input_sel && !fifo_5tuple_0_empty)begin 
				out_valid_tuple4search <= 1;
				out_tuple4search <= fifo_5tuple_0;
				fifo_5tuple_0_rd <= 1;
				in_q <= input_sel; 
				in_valid_q <= 1;
			end else if(input_sel && !fifo_5tuple_1_empty)begin 
				out_valid_tuple4search <= 1;
				out_tuple4search <= fifo_5tuple_1;
				fifo_5tuple_1_rd <= 1;
				in_q <= input_sel; 
				in_valid_q <= 1;
			end else begin
				out_valid_tuple4search <= 0;
				out_tuple4search <= 0;
				fifo_5tuple_0_rd <= 0;
				fifo_5tuple_1_rd <= 0;
				in_q <= 0;
				in_valid_q <= 0;
			end
		end
	  end
	always @ (posedge clk) begin 
		if (reset) begin
			out_valid_0 <= 0; 
			out_time_0 <= 0;
			out_sqn_0 <= 0;
			out_id_0 <= 0;
			out_valid_1 <= 0; 
			out_time_1 <= 0;
			out_sqn_1 <= 0;
			out_id_1 <= 0;
			fifo_sqn_0_rd <= 0; 
			fifo_sqn_1_rd <= 0;			
			fifo_q_rd <= 0;
		end else begin
			if(in_valid_id)begin
				if(!fifo_q)begin 
					out_valid_0 <= 1;
					out_time_0 <= time_stemp;
					out_sqn_0 <= fifo_sqn_0;
					out_id_0 <= in_id;
					fifo_sqn_0_rd <= 1;
					fifo_q_rd <= 1;
				end else begin 
					out_valid_1 <= 1;
					out_time_1 <= time_stemp;
					out_sqn_1 <= fifo_sqn_1;
					out_id_1 <= in_id;
					fifo_sqn_1_rd <= 1;
					fifo_q_rd <= 1;
				end
			end else begin
				out_valid_0 <= 0;
				out_time_0 <= 0;
				out_sqn_0 <= 0;
				out_id_0 <= 0;
				out_valid_1 <= 0;
				out_time_1 <= 0;
				out_sqn_1 <= 0;
				out_id_1 <= 0;
				fifo_sqn_0_rd <= 0;
				fifo_sqn_1_rd <= 0;			
				fifo_q_rd <= 0;
			end
		end
	end   
endmodule
`timescale 1ns/1ps
module fifofall #(
  parameter C_WIDTH = 28,
  parameter C_MAX_DEPTH_BITS = 2,
  parameter C_NEARLY_FULL = 2 ** C_MAX_DEPTH_BITS - 1
  )(
  input                          [C_WIDTH-1:0]  din,      
  input                                         wr_en,    
  input                                         rd_en,    
  output                         [C_WIDTH-1:0]  dout,     
  output                                        full,
  output                                        nearly_full,
  output                                        empty,
  input                                         rst,
  input                                         clk
  );
  localparam L_MAX_DEPTH = 2 ** C_MAX_DEPTH_BITS;
  localparam L_SEL_DIN   = 0;
  localparam L_SEL_QUEUE = 1;
  localparam L_SEL_KEEP  = 2;
  reg                            [C_WIDTH-1:0]  queue  [L_MAX_DEPTH - 1 : 0];
  reg               [C_MAX_DEPTH_BITS - 1 : 0]  rd_ptr;
  wire              [C_MAX_DEPTH_BITS - 1 : 0]  rd_ptr_plus1 = rd_ptr + 1;
  reg               [C_MAX_DEPTH_BITS - 1 : 0]  wr_ptr;
  reg                   [C_MAX_DEPTH_BITS : 0]  depth;
  reg                            [C_WIDTH-1:0]  queue_rd;
  reg                            [C_WIDTH-1:0]  din_d1;
  reg                            [C_WIDTH-1:0]  dout_d1;
  reg                                    [1:0]  dout_sel;
  wire rd_en1;
  assign rd_en1 = ( empty == 1 ) ? 0 : rd_en;
  always @(posedge clk) begin
    if (wr_en)
      queue[wr_ptr] <= din;
    queue_rd <= queue[rd_ptr_plus1];
    din_d1 <= din;
    dout_d1 <= dout;
    if (rd_en1 && wr_en && (rd_ptr_plus1==wr_ptr)) begin
      dout_sel <= L_SEL_DIN;
    end else if(rd_en1) begin
      dout_sel <= L_SEL_QUEUE;
    end else if(wr_en && (rd_ptr==wr_ptr)) begin
      dout_sel <= L_SEL_DIN;
    end else begin
      dout_sel <= L_SEL_KEEP;
    end
  end
  always @(posedge clk) begin
    if (rst) begin
      rd_ptr <= 'h0;
      wr_ptr <= 'h0;
      depth <= 'h0;
    end else begin
      if (wr_en) wr_ptr <= wr_ptr + 'h1;
      if (rd_en1) rd_ptr <= rd_ptr_plus1;
      if (wr_en & ~rd_en1) depth <=
                                    // synthesis translate_off
                                    // synthesis translate_on
                                    depth + 'h1;
      if (~wr_en & rd_en1) depth <=
                                    // synthesis translate_off
                                    // synthesis translate_on
                                    depth - 'h1;
    end
  end
  assign dout = (dout_sel == L_SEL_QUEUE) ? queue_rd : ((dout_sel == L_SEL_DIN) ? din_d1 : dout_d1);
  assign full = depth == L_MAX_DEPTH;
  assign nearly_full = depth >= C_NEARLY_FULL;
  assign empty = depth == 'h0;
  // synthesis translate_off
  always @(posedge clk) begin
    if (wr_en && depth == L_MAX_DEPTH && !rd_en1)
      $display($time, " ERROR: Attempt to write to full FIFO: %m");
    if (rd_en1 && depth == 'h0)
      $display($time, " ERROR: Attempt to read an empty FIFO: %m");
  end
  // synthesis translate_on
endmodule  
```
`design/flow/run.sh`:
```
#!/bin/bash
# OpenROAD 26Q1-2900-gdf79404cd8, Yosys 0.63+post, stock flow scripts
make -C /OpenROAD-flow-scripts/flow DESIGN_CONFIG=/design/flow/config.mk WORK_HOME=/design/flow/orfs finish
```
==> job_summary.md <==
### Flow metrics

| Metric | Value |
|---|---|
| Cell Area, Synth | `800800 µm²` |
| Setup TNS Final | `0 ns` |
| Largest net degree at the start of global routing | `108` |
| Num CTS Buffers | `2258` |
| Status | `completed` |
| H-tree depth | `8` |
| Slew Viols, Final | `0` |
| Ys cells | `34.10k` |
| Vias in the first global route | `409.4k` |
| Cell area leaders | `edfxtp_1 (75%), mux4_2 (18%), dfxtp_1 (3.2%)` |
| Max-area cell share | `74.88%` |
| Core Density at Floorplan | `50.16%` |
| Port buffer count | `622` |
| Pwr Density | `11.78 nW/µm²` |
| Yosys top cell by area | `edfxtp_1` |
| First-pass GRT wire length | `2974000 µm` |
| Worst setup path class | `in2reg` |
| Total clock sinks | `21.26k` |
| Post-DP HPWL | `1181000 µm` |
| Longest Clk Path Bufs | `6` |
| YS warnings | `5` |
| FFs w/ async S/R, synth | `0%` |
| Mean routed wirelength per cell | `35.38 µm` |
| Worst hold slack | `0.4454 ns` |
| Insertion Delay late pin | `1.36 ns` |
| RSZ-0062 raised after global routing | `no` |
| Post-CTS resize count | `0` |
| # IOs | `639` |
| CTS clk-pin slew, worst paths | `0.06 ns` |
| Syn-to-layout area delta | `14.08%` |
| Final worst-path cycle share | `21.60%` |
| Worst slew pin tran | `1.396 ns` |
| Fmax | `0.02481 GHz` |
| VDD IR max | `0.008753 mV` |
| Most common logic cells in the final layout | `edfxtp_1 (19.97k), mux4_2 (6228), clkbuf_16 (2326)` |
| CTS Hold Buffers Added | `0` |
| Tot GR Track Use | `30.06%` |
| Antenna-violating nets left | `0` |
| Chip Area, Yosys | `800800 µm²` |
| Startpoint Class | `input pin` |
| Root Driver | `clkbuf_16` |
| EDFF count, synth | `19.97k` |
| DRT iter0 DRCs | `24.03k` |
| Antenna violations before repair | `165` |
| Flop area | `625500 µm²` |
| Global placer's final weighted congestion | `0.9133` |
| Final min period | `40.30 ns` |
| Slew margin rel. | `6.912%` |
| Max-Cap Viols | `0` |
| FP Rows | `464` |
| Routed WL | `2111000 µm` |
| Register share after synthesis | `78.10%` |
| Critical Path End Type | `register` |
| Final Hold Violation Tally | `0` |
| Core area | `1597000 µm²` |
| Max Fanout on Critical Path | `19` |
| Hold crit path type | `reg2reg` |
| Setup bufs post-CTS | `0` |
| Die H | `1268 µm` |
| Share of layout cells above drive strength 1 | `30.60%` |
| R2r setup slk | `177.71 ns` |
| DIE WIDTH | `1268 µm` |
| Req. time, crit path | `187.53 ns` |
| Commonest flop | `edfxtp_1` |
| LEAKAGE | `280.0 nW` |
| Total grt overflow | `0` |
| Drt drc | `0` |
| Drt first pass iters | `6` |
| Setup Viol. Count Final | `0` |
| CP arrival | `41.23 ns` |
| TritonCTS clock tree | `done` |
| Filler cell count | `111.2k` |
| Logic area | `171600 µm²` |
| Synth Instances | `34.10k` |
| Count of tool warnings | `67` |
| Avg Cell Area, Syn | `23.49 µm²` |
| Die footprint | `1607000 µm²` |
| Via count | `366.9k` |
| Synth unique cells | `66` |
| Worst Skew | `0.1001 ns` |
| Commonest Layout Cell | `edfxtp_1` |
| Synth flops | `21.26k` |
| Via-per-instance ratio | `6.149` |
synth_stat cells, types with 104 or more instances:
| cell | instances |
|---|---|
| a21oi_1 | 314 |
| nor3_1 | 109 |
| nor2_1 | 1215 |
| a22o_1 | 257 |
| dfxtp_1 | 1291 |
| edfxtp_1 | 19968 |
| o21ai_0 | 306 |
| clkbuf_1 | 1218 |
| mux4_2 | 6228 |
| a221oi_1 | 195 |
| buf_2 | 479 |
| nand2_1 | 918 |
| xnor2_1 | 104 |
| mux2i_1 | 287 |
| buf_1 | 185 |
power breakdown:
part           switching [mW]  internal [mW]
Combinational           0.660          0.545
Sequential             0.0286           5.27
Clock                    1.78           2.49
layer usage:
layer / up-vias / global-route usage [%] / part of all wire (%)
li1: 150505 / - / -
met1: 185753 / 34.84 / 28
met2: 26893 / 41.82 / 47
met3: 3632 / 26.79 / 21
met4: 128 / 9.490 / 4.3
met5: - / 2.218 / 0.22
worst paths after layout:
kind                                                      from                                end  depth (start not counted)
worst max register to register    fifo_sqn_in_inst_0.rd_ptr[0]     fifo_sqn_in_inst_0.queue_rd[1]                         13
worst max-delay path                            in_valid_sqn_0  fifo_sqn_in_inst_0.queue[190][15]                          8
worst min-delay path            fifo_5t_in_inst_0.queue_rd[76]      fifo_5t_in_inst_0.dout_d1[76]                          2
worst min register to register  fifo_5t_in_inst_0.queue_rd[76]      fifo_5t_in_inst_0.dout_d1[76]                          2
area by class of cell:
class / instances / share of cell area (%)
Sequential cell: 21259 / 68.47
Multi-Input combinational cell: 10843 / 18.79
Clock buffer: 2943 / 6.722
Tap cell: 21203 / 2.904
Timing Repair Buffer: 2279 / 2.136
Clock inverter: 1005 / 0.9384
Antenna cell: 88 / 0.02410
Inverter: 51 / 0.02205
sequential cells by signal, summed over array words and instances, names as in the netlist, 64 cells and up:
name	count
fifo_5t_in_inst_0.din_d1	96
fifo_5t_in_inst_0.dout_d1	96
fifo_5t_in_inst_0.queue	1536
fifo_5t_in_inst_0.queue_rd	96
fifo_5t_in_inst_1.din_d1	96
fifo_5t_in_inst_1.dout_d1	96
fifo_5t_in_inst_1.queue	1536
fifo_5t_in_inst_1.queue_rd	96
fifo_q_in_inst.queue	512
fifo_sqn_in_inst_0.queue	8192
fifo_sqn_in_inst_1.queue	8192
out_time_0	64
out_time_1	64
out_tuple4search	96
time_stemp	64
metrics by stage:
step                utilization (%)  instances  instance area [µm²]  power [mW]  worst slack, ns
finish                        57.22      59671               913600       10.76           146.30
global route                  57.21      59612               913400       11.10           146.09
CTS                           57.21      59583               913400       10.85           146.10
detailed placement            52.83      55635               843400       6.610           145.05
global placement              52.83      55635               843400       6.597           145.07
floorplan                         -      34097               800800       6.145           145.78
worst max-delay path, cell delays in order:
cell and delay, ns:
buf_2 0.08, buf_4 0.40, inv_1 0.44, nor2_1 0.72
nand2_4 0.47, buf_4 0.47, nor2_4 0.70, buf_4 0.47
cells by family (layout without fill, tap and decap cells):
kind of cell    count (synthesis)  after routing  share of synthesized area, %
simple gates                 2632           2632                         1.368
flops                       21259          21259                         78.10
compound gates               1415           1415                         1.257
fa+ha+maj                      63             63                        0.1022
mux                          6533           6533                         17.90
xor+xnor                      200            200                        0.2197
other cells                     0             88                             0
buf+inv                      1995           6278                         1.051
Power is estimated from default activity; no workload was simulated.
